$ cat design/flow/config.mk
export PLATFORM = sky130hd
export DESIGN_NAME = ImmGeneratorUnit
export DESIGN_NICKNAME = ImmGeneratorUnit
export VERILOG_FILES = /design/flow/design.v
export SDC_FILE = /design/flow/constraint.sdc
export NUM_CORES = 4
export LEC_CHECK = 1
export CORE_AREA = 10 10 70 70
export DIE_AREA = 0 0 80 80
$ cat design/flow/constraint.sdc
current_design ImmGeneratorUnit

set clk_period 1.2
set clk_io_pct 0.2

create_clock -name clk0 -period $clk_period

set non_clock_inputs [all_inputs -no_clocks]
set_input_delay [expr $clk_period * $clk_io_pct] -clock clk0 $non_clock_inputs
set_output_delay [expr $clk_period * $clk_io_pct] -clock clk0 [all_outputs]
$ cat design/flow/design.v
`timescale 1ns / 1ps
module ImmGeneratorUnit(
    input  logic [31:0] instruction,
    input  logic [1:0]  ImmSel,        
    output logic [31:0] Imm_out        
); 
    logic [11:0] imm_i, imm_s, imm_sb;
    always_comb begin
        imm_i = instruction[31:20];
        imm_s = {instruction[31:25], instruction[11:7]};
        imm_sb = {instruction[31], instruction[7], instruction[30:25], instruction[11:8]};
        case (ImmSel)
            2'b00: Imm_out = {{20{imm_i[11]}}, imm_i};                     
            2'b01: Imm_out = {{20{imm_s[11]}}, imm_s};                     
            2'b10: Imm_out = {{19{imm_sb[11]}}, imm_sb, 1'b0};             
            default: Imm_out = 32'b0;
        endcase
    end
endmodule
$ cat design/flow/run.sh
#!/bin/bash
# OpenROAD 26Q1-2900-gdf79404cd8, Yosys 0.63+post, stock flow scripts
make -C /OpenROAD-flow-scripts/flow DESIGN_CONFIG=/design/flow/config.mk WORK_HOME=/design/flow/orfs finish
==> reports/qor.yml <==
crit_cells: 7
ys_types: 12
setup_slack_ns: -0.08794
crit_buf_inv: 5
antenna_found_initial: 0
num_antenna_cells: 0
cp_cell_sequence: "buf_8, buf_12, buf_8, buf_6, mux2i_2, o2bb2ai_2, buf_2"
dieArea_um2: 6400
crit_family: "buffers and inverters"
core_area_um2: 3416
hold_viol: 0
finalCriticalPeriod_ns: 1.288
cap_violations: 0
netSwitchingPower_mw: 0.09255
grt_start_max_net_pins: 6
ctsHoldBuffers: 0
cp_data_arrival_time_ns: 1.05
setup_viol: 19
topCellsByArea: "buf_4 (46%), mux2i_1 (15%), and2_1 (11%)"
peakVddDrop_uv: 138.9
finalSetupTns_ns: -0.2031
drtAntennaViolNets: 0
via_per_inst: 3.386
worstSetupStartpoint: "ImmSel[1]"
grt_pass1_wl_um: 2573
slew_violations: 0
finish.utilization_pct: 26.41
layout.area.seq_um2: 0
drc: 0
cp-end-kind: "output pin"
gp_congestion: 0.6771
critPathKind: "in -> out"
grt_pass1_vias: 527
worstHoldPathType: "in -> out"
p_total_mw: 0.3162
dr_total_vias: 447
post_drt_wl_per_cell_um: 13.00
wirelength_um: 1716
synthTopCellsByCount: "buf_4 (20), and2_1 (6), mux2i_1 (5)"
rows: 21
yosys_cells: 43
max_stage_delay_ns: 0.14
top_cell_area_share_pct: 45.98
pwr-share-clk_pct: 0
most_common_cell: "buf_4"
syn2layout_area_growth_pct: 176.2
ff_count: 0
start_kind: "input port"
fmax_mhz: 776.4
swShare_pct: 29.27
slew_headroom_pct: 88.20
io_pins: 66
p_leak_nw: 0.4547
portBuffers: 51
track_usage_pct: 4.756
p_per_area_nw_per_um2: 350.5
slowest_stage: "mux2i_2"
internal_power_mw: 0.2236
p_seq_share_pct: 0
yosysSeqAreaShare_pct: 0
fin_crit_sh_pct: 107.3
syn_inst: 43
synth_area_um2: 326.6
initial_core_util_pct: 9.560
warnings: 49
crit_path_end: "Imm_out[2]"
num-clock-buffers: 0
drt_pass1_iterations: 1
p_comb_share_pct: 100.0
yosysWarnings: 1
critPathMostFrequentCell: "buf_8"
die_h_um: 80
ys_area_um2: 326.6
failed_checks: "negative setup slack"
rsz0062_at_grt: "yes"
whs_ns: 0.8084
dp_hpwl_um: 1231
yosys.area.top_type: "buf_4"
drive_above_1_share_pct: 67.44
syn_area_per_cell_um2: 7.594
worstMarginPinSlew_ns: 0.1721
die_x_um: 80
crit_required_ns: 0.96
drtIter0Drc: 0
worst-path-max-fanout: 4
outcome: "finished, violations left"
overflow: 0
-- routing by layer --
layer  GRT usage [%]  vias up  part of all wire [%]
met1           4.746      198                    35
li1                -      212                     -
met5               0        -                     0
met2           8.668       37                    47
met4               0        0                     0
met3           2.955        0                    18
-- power by group through the flow --
stage / clock (mW) / combinational (mW) / sequential [mW]
6_report: 0 / 0.316 / 0
4_1_cts: 0 / 0.373 / 0
5_1_grt: 0 / 0.345 / 0
-- cells in the final DEF (no fill, tap or decap), drive strengths merged --
cell | synthesis | final
nand3b | 1 | 1
clkbuf | 0 | 1
and2 | 6 | 6
inv | 1 | 1
dlygate4sd2 | 0 | 9
nand2 | 1 | 1
a21oi | 1 | 1
nor2b | 1 | 1
o21ai | 1 | 1
mux2i | 5 | 5
nor2 | 1 | 1
o2bb2ai | 4 | 4
clkdlybuf4s50 | 0 | 6
buf | 21 | 46
bufbuf | 0 | 1
dlymetal6s2s | 0 | 1
-- layout make-up --
class                           count  area [um^2]
Inverter                            1        3.754
Tap cell                           46        57.56
Multi-Input combinational cell     21        211.5
Timing Repair Buffer               64        629.4
Fill cell                         362         2514
-- cell families (layout without fill, tap and decap cells) --
| group | after synthesis | after routing | synth area share [%] |
|---|---|---|---|
| compound gates | 6 | 6 | 13.79 |
| buf+inv | 22 | 65 | 50.57 |
| mux | 5 | 5 | 15.33 |
| simple gates | 10 | 10 | 20.31 |
-- worst min-delay path by stage --
stage / startpoint / end / slack (ns) / cells past startpoint
final: instruction[31] / Imm_out[11] / 0.81 / 4
after CTS: instruction[8] / Imm_out[1] / 0.90 / 3
after global routing: instruction[31] / Imm_out[11] / 0.84 / 4
-- through the flow --
stage / setup slack, ns / std cells / instance area (um^2)
floorplan: 0.09406 / 43 / 337.8
global placement: -0.6852 / 123 / 799.5
detailed placement: -0.6950 / 123 / 799.5
CTS: -0.1448 / 139 / 1012
global route: -0.1162 / 132 / 902.1
finish: -0.08794 / 132 / 902.1
-- tightest hold or removal path, cell delays in order --
cell	delay, ns
clkbuf_2	0.09
inv_2	0.07
o21ai_1	0.06
buf_2	0.11
-- repair_timing --
item,in CTS,in global routing
cloned,4,0
resized,157,9
setup endpoints to repair,32,29
setup buffers,13,0
pin swaps,9,2
No activity file was given, so power comes from the tool's default toggle rates.
