<file path="design/flow/design.v">
`timescale 1ns / 1ps
module mux_2 #(parameter MUX_2_WIDTH = 32)(
            input logic [MUX_2_WIDTH-1:0]a,b,
            input sel,
            output logic [MUX_2_WIDTH-1:0] mux_out
    );
    assign mux_out = sel?b:a;
endmodule
</file>
<file path="design/flow/run.sh">
#!/bin/bash
# OpenROAD 26Q1-2900-gdf79404cd8, Yosys 0.63+post, stock flow scripts
make -C /OpenROAD-flow-scripts/flow DESIGN_CONFIG=/design/flow/config.mk WORK_HOME=/design/flow/orfs finish
</file>
<file path="design/flow/config.mk">
export PLATFORM = sky130hd
export DESIGN_NAME = mux_2
export DESIGN_NICKNAME = mux_2
export VERILOG_FILES = /design/flow/design.v
export SDC_FILE = /design/flow/constraint.sdc
export NUM_CORES = 4
export LEC_CHECK = 1
export CORE_AREA = 10 10 70 70
export DIE_AREA = 0 0 80 80
</file>
<file path="design/flow/constraint.sdc">
current_design mux_2

set clk_period 1.0
set clk_io_pct 0.2

create_clock -name clk0 -period $clk_period

set non_clock_inputs [all_inputs -no_clocks]
set_input_delay [expr $clk_period * $clk_io_pct] -clock clk0 $non_clock_inputs
set_output_delay [expr $clk_period * $clk_io_pct] -clock clk0 [all_outputs]
</file>
==> results.toml <==
# implementation run metrics
[setup_path]
crit_top_cell = "buf_12"
max_stage_delay_ps = 300
cp-end-kind = "output port"
path_class = "in -> out"
worstPathArrival_ps = 980
required_ps = 800
path_cells = "buf_12 > buf_12 > buf_8 > mux2_4 > buf_6"
crit_fanout = 7
critical_path.top_delay_family = "buffers and inverters"
critPathLaunchType = "input port"
path_buffers = 4
cp-startpoint = "sel"
cp_num_cells = 5
cp_slowest_cell = "mux2_4"
cp-endpoint = "mux_out[31]"

[power_and_ir_drop]
p_int_mw = 0.519
p_sw_mw = 0.141
fin_total_pwr_mw = 0.660
vdd_drop_max_v = 0.000173
clkPwrFrac_pct = 0
p_sw_share_pct = 21.3
leakage_nw = 0.990
p_comb_share_pct = 100.0
pwr-share-seq_pct = 0
powerDensity_nw_per_um2 = 389

[grt]
grt_remaining_overflow = 0
grt_pass1_vias = 824
antenna_found_initial = 0
grt_usage_pct = 7.87
grt_pass1_wl_microns = 4150
grt_max_degree = 8

[cells_and_area]
fillers = 327
ff_count = 0
comb_area_sq_um = 480
layout-area-overhead-vs-synth_pct = 212
seq_area_sq_um = 0
drive_gt1_share_pct = 56.2
finalNonFillerCells = 192
clock_buffers = 0
final_cell_area_sq_um = 1700

[final_timing]
fmax_mhz = 851
setup_viol = 32
slew_headroom_pct = 95.9
worst-slew-pin-transition_ps = 61.1
layout_min_cycle_time_ps = 1180
fin_crit_sh_pct = 118
fin_ws_ps = -175
hold_viol = 0
rsz0062_at_grt = "yes"
drv_slew = 0

[routing]
post-route-drc-count = 0
wl_per_cell_microns = 14.8
vias = 730
routed_wl_microns = 2850
drtIter0Drc = 4
drt-vias-per-instance = 3.80
diodes = 0
ant_nets = 0
firstDrtPassIters = 2

[synthesis]
top_cell = "mux2_4"
ys_types = 4
common_cells = "mux2_4 (30), buf_12 (3), mux2_2 (2)"
yosys_area_sq_um = 544
syn_area_sq_um = 544
yosysWarningCount = 0
synth_cells = 36
top_area_share_pct = 82.8
synth_seq_share_pct = 0
yosysTopAreaCell = "mux2_4"
avgSynthCellArea_sq_um = 15.1
ys_cells = 36
synth.area.top_cells = "mux2_4 (83%), buf_12 (11%), mux2_2 (4.1%)"

[run_status]
status = "complete, but fails checks"
failed_checks = "setup timing"

[floorplanning]
die_x_microns = 80
core_sq_um = 3420
io_pins = 97
core.rowCount = 21
chipHeight_microns = 80
initial_core_util_pct = 15.9
die_area_sq_um = 6400

[job]
drv_cap = 0
openroad.warnings = 34

[placement]
routabilityCongestion = 0.760
numPortBuffers = 97
dp_cells = 177
hpwl_microns = 2400
post_dp_cell_area_sq_um = 1540

[clock_network]
cts_hold_buf = 0

[worst_hold_path]
min_path_type = "in -> out"
==> repair_timing <==
action / in CTS / in global routing
cloned: 1 / 0
hold endpoints to repair: 0 / 0
setup buffers: 14 / 0
endpoints found under the setup margin: 32 / 32
resized: 170 / 23
==> metrics by stage <==
step / TNS, ps / util, % / setup slack, ps / hold WS [ps]
finish: -5030 / 49.7 / -175 / 694
global placement: -15250 / 45.0 / -492 / 1330
floorplan: 0 / - / 66.9 / 498
global route: -5620 / 49.7 / -194 / 714
CTS: -5200 / 47.0 / -178 / 800
detailed placement: -15270 / 45.0 / -497 / 1330
==> worst min-delay path: cells and delay by family <==
family / cells / cell delay, ps
multiplexers: 1 / 130
buffers and inverters: 2 / 160
==> cell usage in the layout, fill, tap and decap left out <==
cell / Yosys / layout
dlygate4sd2_1: 0 / 40
buf_12: 3 / 3
mux2_4: 30 / 32
buf_6: 1 / 29
buf_4: 0 / 2
buf_8: 0 / 3
clkdlybuf4s50_1: 0 / 10
dlymetal6s2s_1: 0 / 14
buf_2: 0 / 12
buf_16: 0 / 1
==> kinds of logic (layout without fill, tap and decap cells) <==
| logic type | after synthesis | in the layout | share of synthesized area [%] |
|---|---|---|---|
| buf+inv | 4 | 114 | 13.1 |
| mux | 32 | 32 | 86.9 |
==> final cells by class <==
cell class / count / share of cell area (%)
multi-input combinational: 32 / 28.3
tap: 46 / 3.39
timing repair buffer: 114 / 68.3
==> power by group through the flow <==
stage                 Combinational (mW)  Clock (mW)  Sequential (mW)
final                              0.660           0                0
after CTS                          0.644           0                0
after global routing               0.706           0                0
==> how the worst min path moves through the flow <==
stage | from | endpoint | cells past startpoint
after global routing | a[27] | mux_out[27] | 3
final | a[24] | mux_out[24] | 3
after CTS | a[30] | mux_out[30] | 3
==> metal layers <==
metal	GRT usage, %	part of all wire (%)	vias to the layer above	wire [microns]
li1	-	-	362	-
met1	8.97	40	317	1140
met2	14.3	49	51	1390
met3	3.07	11	0	313
met4	0	0	0	0
met5	0	0	-	0
No activity file was given, so power comes from the tool's default toggle rates.
