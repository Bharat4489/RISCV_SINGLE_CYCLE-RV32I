===== run.sh =====
#!/bin/bash
# OpenROAD 26Q1-2900-gdf79404cd8, Yosys 0.63+post, stock flow scripts
make -C /OpenROAD-flow-scripts/flow DESIGN_CONFIG=/design/flow/config.mk WORK_HOME=/design/flow/orfs finish

===== config.mk =====
export PLATFORM = sky130hd
export DESIGN_NAME = pc
export DESIGN_NICKNAME = pc
export VERILOG_FILES = /design/flow/design.v
export SDC_FILE = /design/flow/constraint.sdc
export NUM_CORES = 4
export LEC_CHECK = 1
export CORE_AREA = 10 10 80 80
export DIE_AREA = 0 0 90 90

===== constraint.sdc =====
current_design pc

set clk_period 1.0
set clk_io_pct 0.2

create_clock -name clk0 -period $clk_period [get_ports {clk}]

set non_clock_inputs [all_inputs -no_clocks]
set_input_delay [expr $clk_period * $clk_io_pct] -clock clk0 $non_clock_inputs
set_output_delay [expr $clk_period * $clk_io_pct] -clock clk0 [all_outputs]

===== design.v =====
`timescale 1ns / 1ps
module pc (
    input logic [31:0] pc_in,
    input logic clk,
    input logic reset,
    output logic [31:0] d
);
    always_ff @(posedge clk or negedge reset) begin
        if (!reset)
            d <= 32'b0;
        else
            d <= pc_in;
    end
endmodule

==> deck_impl_summary.md <==
Key Metrics from the Run

Floorplan
  • Core ar.: 4723 µm²
  • Num rows: 25
  • Num ports: 66
  • Die ar.: 8100 µm²
  • Chip Width: 90 µm
  • Die height: 90 µm
  • Initial Utilization: 16.95%

Detailed routing
  • Wl on met1: 892 µm
  • WL met2: 1.030 mm
  • Top sig layer: met4
  • DR pass1 iterations: 2
  • Initial DRC Count: 5
  • Avg WL per Cell: 13.50 µm
  • Drt total wl: 2.336 mm
  • Routed vias: 545
  • Detailed-route vias per instance: 3.150
  • Post-DRT Antenna Nets: 0
  • DR WL met3: 348 µm
  • Drt drc: 0
  • # diodes: 0

Clock network
  • Clock transition at path regs: 0.06 ns
  • CTS sink count: 32
  • Cts hold-fix bufs: 0
  • CTS buffer count: 5
  • H-tree Lvls: 2
  • Clock tree buffer depth: 2
  • Root Driver: clkbuf_8
  • CTS tree: yes

Global route
  • First-pass GRT wire length: 3.588 mm
  • Vias in the first global route: 633
  • Initial antenna violation count: 0
  • Total Routing Usage GR: 5.679%
  • Largest net degree at the start of global routing: 33
  • Grt total ovfl: 0

Yosys
  • Yosys xor share: 0%
  • Netlist cell types: 1
  • Flops out of synthesis: 32
  • Syn_area_per_cell: 25.02 µm²
  • Synth Seq Share: 100.0%
  • Chip Area, Yosys: 800.8 µm²
  • Synth mux share: 0%
  • Gate count after technology mapping: 32
  • AO/OA Area Share: 0%
  • Largest area contributor in the netlist: dfrtp_1
  • Yosys Instances: 32
  • Synthesized cell area: 800.8 µm²
  • Largest type area fraction: 100.0%
  • Post-Synth Simple-Gate Area: 0%
  • Top cells by area: dfrtp_1 100%
  • Synth warn: 1
  • Synthesized-area fraction occupied by adder cells: 0%

Final layout
  • Synthesis-to-layout area growth: 90.00%
  • Max reg flops: 32
  • Gate Area: 0 µm²
  • Final cell count without fillers: 173
  • Biggest regs: d: 32 flops
  • Share of cells above drive strength 1: 38.68%
  • Top reg by flops: d
  • Comb_multi_in: 0

Critical path
  • Worst Path Required: 0.80 ns
  • Slowest CP cell: dfrtp_1
  • Delay-heaviest family, CP: flip-flops
  • Crit-path max cell delay: 0.37 ns
  • Crit start category: flip-flop
  • Element type at the critical path end: output port
  • Critical path class: reg2out
  • Crit-path cells: buf_2
  • Worst EP arrival: 0.76 ns
  • Worst path buffer plus inverter count: 1
  • CP max FO: 1

STA
  • Slew Viols, Final: 0
  • Slew headroom: 88.85%
  • Setup repair after global routing missed its margin: no
  • WHS: 0.2848 ns
  • Setup TNS: 0 ns
  • Worst setup margin: 0.04017 ns
  • Final count of hold timing violations: 0
  • Min Tclk post-route: 0.9598 ns
  • Slew @ Worst Pin: 0.1672 ns
  • Period utilisation layout: 95.98%
  • Setup violators final: 0
  • Max Fclk: 1042 MHz

Place
  • DP Wirelength: 1.906 mm
  • Routability cong.: 0.6585
  • Pre-CTS setup slack: 0.008100 ns
  • Inst Count DP: 165
  • I/O Buffers: 65

Flow run
  • Tool warnings: 25
  • Max cap viols: 0

Hold path
  • Hold Path Class: in2async

Power
  • Worst VDD drop: 0.6211 mV
  • Static Leak: 0.7017 nW
  • Power per Cell Area: 1912 nW/µm²

Outcome
  • Status: finished clean
through the flow:
stage                     total power [mW]  cell area (µm²)  util (%)
final                                2.909             1521     32.21
after global routing                 3.039             1521     32.21
after CTS                            2.974             1521     32.21
after detailed placement             1.685             1555     32.93
after global placement               1.682             1555     32.93
after floorplan                      1.382            800.8         -
per-layer routing:
metal | global-route usage, % | vias up
met1 | 6.445 | 256
met4 | 1.326 | 0
met3 | 4.191 | 5
met2 | 8.414 | 43
li1 | - | 241
met5 | 0 | -
cell usage after synthesis:
library cell / count
dfrtp_1: 32
worst max path at each step:
stage         endpoint  start  slack (ns)  cells past startpoint
CTS              d[15]  d[15]        0.03                      1
global route     d[13]  d[13]       0.005                      1
finish           d[18]  d[18]        0.04                      1
kinds of logic after synthesis:
| group | Yosys count |
|---|---|
| flip-flops | 32 |
cell usage in the layout, fill, tap and decap left out:
cell type        instances
clkdlybuf4s50_1         33
dfrtp_1                 32
buf_2                   32
clkbuf_8                 7
bufinv_16                1
buf_12                   1
power by group:
group | internal [mW] | total, mW | switching (mW)
Combinational | 0.160 | 0.213 | 0.0524
Sequential | 1.36 | 1.37 | 0.0137
Clock | 0.878 | 1.32 | 0.445
Total | 2.40 | 2.91 | 0.511
repair_timing:
item / CTS / global route
resized: 96 / 0
setup buffers: 0 / 0
endpoints found under the setup margin: 32 / 0
area by class of cell:
| type | count | area [µm²] |
|---|---|---|
| sequential | 32 | 800.8 |
| clock inverter | 1 | 30.03 |
| timing repair buffer | 66 | 510.5 |
| tap | 67 | 83.83 |
| clock buffer | 7 | 96.34 |
| fill | 483 | 3202 |
Power and IR drop assume default switching activity.
